## ./design.v

```verilog
module alu(
	input [10:0]sw,
	output reg [15:0]ledr);
	wire [3:0] op;
	reg [3:0] out1,out0,out2,out3;
	reg overflow1,overflow0;
	assign op=~sw[7:4];
	adre u1(sw[3:0],op,1,out1,overflow1); 
	adre u0(sw[3:0],sw[7:4],0,out0,overflow0); 
	cp u3(sw[3:0],sw[7:4],out2); 
	eq u4(sw[3:0],sw[7:4],out3); 
	always @(*)
	begin
		case(sw[10:8])
		3'b000:begin ledr[3:0]=out0;ledr[4]=overflow0; end 
		3'b001:begin ledr[3:0]=out1;ledr[4]=overflow1; end 
		3'b010:ledr[3:0]=~sw[3:0];
		3'b011:ledr[3:0]=sw[3:0]&sw[7:4];
		3'b100:ledr[3:0]=sw[3:0]|sw[7:4];
		3'b101:ledr[3:0]=sw[3:0]^sw[7:4];
		3'b110:ledr[3:0]=out2;
		3'b111:ledr[3:0]=out3;
		default : ledr[4:0]=0;
		endcase
	end
endmodule
module adre(
	input [3:0] a,b,cin,
	output [3:0]sum,
	output cout);
	assign {cout,sum}=a+b+cin;
endmodule
module cp(
	input [3:0] a,b,
	output reg [3:0] out);
	always @(*)
	begin
	if(a<b)
	out=1;
	else
	out=0;
	end
endmodule
module eq(
	input [3:0] a,b,
	output reg [3:0] out);
	always @(*)
	begin
	if(a==b)
	out=1;
	else
	out=0;
	end
endmodule
module top (
    input clk,
    input rst,
    input [10:0] sw,
    input ps2_clk,
    input ps2_data,
    output [15:0] ledr,
    output VGA_CLK,
    output VGA_HSYNC,
    output VGA_VSYNC,
    output VGA_BLANK_N,
    output [7:0] VGA_R,
    output [7:0] VGA_G,
    output [7:0] VGA_B,
    output [7:0] seg0,
    output [7:0] seg1,
    output [7:0] seg2,
    output [7:0] seg3,
    output [7:0] seg4,
    output [7:0] seg5,
    output [7:0] seg6,
    output [7:0] seg7
);
alu alu1(
    .sw(sw),
    .ledr(ledr)
);
endmodule
```

## ./run.sh

```bash
#!/bin/bash
# OpenROAD 26Q1-2900-gdf79404cd8, Yosys 0.63+post, stock flow scripts
make -C /OpenROAD-flow-scripts/flow DESIGN_CONFIG=/design/flow/config.mk WORK_HOME=/design/flow/orfs finish
```

## ./config.mk

```make
export PLATFORM = sky130hd
export DESIGN_NAME = top
export DESIGN_NICKNAME = top
export VERILOG_FILES = /design/flow/design.v
export SDC_FILE = /design/flow/constraint.sdc
export NUM_CORES = 4
export LEC_CHECK = 1
export CORE_AREA = 10 10 70 70
export DIE_AREA = 0 0 80 80
```

## ./constraint.sdc

```tcl
current_design top

set clk_period 2.3
set clk_io_pct 0.2

create_clock -name clk0 -period $clk_period

set non_clock_inputs [all_inputs -no_clocks]
set_input_delay [expr $clk_period * $clk_io_pct] -clock clk0 $non_clock_inputs
set_output_delay [expr $clk_period * $clk_io_pct] -clock clk0 [all_outputs]
```

==> results.json <==
{
  "detail_route.wl_per_cell_um": 12.10,
  "setup_repair_after_global_routing_missed_its_margin": "yes",
  "net-switching-power_mw": 0.1287,
  "wire_length_of_the_first_global_routing_pass_um": 5237,
  "critical_path.cell_chain": "buf_8 -> buf_6 -> ha_4 -> fa_1 -> mux4_2 -> nand2b_1 -> o21ai_1 -> buf_2",
  "top_logic_kind": "buffers and inverters",
  "post_synth_mux_area_share": 0.01613,
  "detail_route.iter0.violations": 47,
  "failed_checks": "negative setup slack",
  "crit_type": "input port to output port",
  "critPathSlowestCell": "mux4_2",
  "layout_min_cycle_time_ns": 2.451,
  "count_of_endpoints_failing_setup_in_the_final_report": 2,
  "drtPass1Iterations": 4,
  "synth.cellmix.simpleShare": 0.08961,
  "synthToLayoutAreaGrowth_pct": 21.95,
  "clock.fmax_mhz": 407.9,
  "synth.area.top_cells": "buf_4 (55%), ha_1 (11%), inv_1 (3.0%), fa_1 (2.9%), a21o_1 (2.2%)",
  "yosys_area_mm2": 0.001396,
  "power_report.internal_total_mw": 0.1703,
  "unconstrained_endpoints": 2,
  "yosys_warnings": 108,
  "floorplan.die_area_mm2": 0.006400,
  "placeableCoreArea_mm2": 0.003416,
  "layout_worst_path_cycle_share": 1.066,
  "warnings": 46,
  "largest_net_degree_at_the_start_of_global_routing": 12,
  "syn-instance-count": 187,
  "adder_cell_area_share_of_the_yosys_netlist": 0.1362,
  "ys.flops": 1,
  "count_of_port_buffers_added_during_placement": 16,
  "worstPathArrival_ns": 1.99,
  "min_from": "sw[3]",
  "die_height_um": 80,
  "placement_rows": 21,
  "route.antenna.diode_count": 0,
  "viasPerCell": 3.720,
  "syn_avg_cell_area_um2": 7.467,
  "synth_top_cell_by_area": "buf_4",
  "setup_ws_ns": -0.1514,
  "worst_hold_path_type": "input port to output port",
  "power.share.switching": 0.4304,
  "fillerInstances": 313,
  "power_density_mw_per_mm2": 175.6,
  "slew_violations": 0,
  "unclocked_regs": 1,
  "final_antenna_net_count": 0,
  "route.detailed.drc": 0,
  "cp-end-kind": "output port",
  "start_kind": "input port",
  "distinct_lib_cells": 35,
  "worst-path-max-fanout": 3,
  "placed_area_mm2": 0.001393,
  "global_route.usage.total": 0.09505,
  "max-cap-violations": 0,
  "layout-drive-gt1-share": 0.3559,
  "grt-ovfl-total": 0,
  "pin_count": 123,
  "worstHoldEndpoint": "ledr[3]",
  "horizontal_die_dimension_um": 80,
  "worst_ir_drop_vdd_mv": 0.07967,
  "hpwl_um": 2816,
  "netlist_area_mm2": 0.001396,
  "grt_pass1_vias": 1159,
  "postRouteWirelength_um": 3411,
  "power.combinational.fraction": 0.989,
  "run_status": "complete, but fails checks",
  "final-hold-violation-count": 0,
  "instances_no_fill": 282,
  "fin_area_mm2": 0.001703,
  "dp_worst_setup_slack_ns": -0.9827,
  "via_count": 1049,
  "power_leakage_nw": 0.9324,
  "post_synthesis_cell_count_from_yosys": 187,
  "gp_congestion": 0.8578,
  "clock_power_share": 0,
  "total_power_mw": 0.2990,
  "cp_slowest_stage_delay_ns": 0.46,
  "fraction_of_the_mapped_netlist_area_in_compound_gates": 0.1335,
  "antenna_found_initial": 0,
  "post_cts_hold_buffer_count": 0,
  "synth_xor_xnor_area_share": 0.006272,
  "required_ns": 1.84,
  "max_ffs_per_register": 1,
  "numPlacedInstances": 270,
  "synthDominantCellAreaShare": 0.5538,
  "seq_power_share": 0.011,
  "fp_util": 0.4088,
  "holdPathStages": 5
}
[power by group through the flow]
stage	sequential (mW)	clock, mW	combinational [mW]
after CTS	0.00320	0	0.281
after global routing	0.00333	0	0.334
final	0.00315	0	0.296
[synthesized netlist by cell type]
library cell and count:
nor4_1 1, inv_1 11, o21ai_1 1, dlxtn_1 1
a211oi_1 2, a31oi_1 3, nand2b_1 1, ha_1 12
conb_1 1, nor3_1 1, nor2_1 6, a21o_1 4
xnor2_1 1, buf_2 3, fa_1 2, nand2_1 4
o31ai_1 2, a21oi_2 1, nand3_1 4, nor3_2 1
a21oi_1 5, a22oi_1 1, o32ai_1 3, inv_2 1
buf_6 1, mux4_2 1, buf_4 103, a221o_1 1
nor2b_1 3, and3b_1 1, o311ai_1 1, or3_1 1
a2bb2oi_1 1, or2_1 1, o21a_1 1
[worst max-delay path: cells and delay by family]
family | cells | cell delay (ns)
adders and majority gates | 2 | 0.60
muxes | 1 | 0.46
AOI/OAI and AO/OA | 1 | 0.06
buffers and inverters | 3 | 0.32
and+or+nand+nor | 1 | 0.08
[worst max path at each step]
stage                 slack [ns]       to  startpoint
after CTS                  -0.16  ledr[1]       sw[4]
after global routing       -0.22  ledr[1]       sw[0]
final                      -0.15  ledr[1]       sw[0]
[timing repair]
action / CTS / global route
pin swaps: 19 / 18
buffers inserted: 10 / 3
gates resized: 94 / 16
setup endpoints to repair: 4 / 4
[cell usage in the layout (no fill, tap or decap), types with 2 or more instances in the layout]
| cell | count |
|---|---|
| nor2b_4 | 2 |
| buf_8 | 4 |
| nand2_1 | 4 |
| a21oi_4 | 2 |
| ha_4 | 6 |
| o31ai_1 | 2 |
| ha_1 | 5 |
| a21oi_1 | 3 |
| inv_2 | 4 |
| conb_1 | 103 |
| nand3_1 | 3 |
| inv_4 | 6 |
| buf_4 | 31 |
| buf_6 | 9 |
| a21o_1 | 4 |
| clkdlybuf4s50_1 | 2 |
| clkbuf_2 | 2 |
| a31oi_1 | 3 |
| buf_2 | 4 |
| o32ai_2 | 2 |
| nor2_1 | 5 |
| inv_1 | 2 |
[layout make-up]
cell class / count / area [um2] / area share
flip-flops and latches: 1 / 15.01 / 0.008817
inverters: 12 / 60.06 / 0.03527
repair buffers: 54 / 465.4 / 0.2733
well taps: 46 / 57.56 / 0.03380
multi-input cells: 169 / 1105 / 0.6488
[routing by layer]
metal  global-route usage  vias to the layer above  part of all wire
li1                     -                      505                 -
met1               0.1216                      476              0.44
met2               0.1645                       68              0.48
met3              0.02500                        0             0.079
met4             0.001761                        0                 0
met5                    0                        -                 0
[per-stage QoR]
step / hold WS, ns / util / setup TNS (ns)
final: 1.425 / 0.4985 / -0.2021
after global routing: 1.466 / 0.4985 / -0.4669
after CTS: 1.513 / 0.4813 / -0.3092
after detailed placement: 2.094 / 0.4077 / -3.686
after global placement: 2.108 / 0.4077 / -3.686
after floorplan: 1.027 / - / 0
[cells by family (layout without fill, tap and decap cells)]
| family | after synthesis | after routing |
|---|---|---|
| muxes | 1 | 1 |
| and+or+nand+nor | 24 | 24 |
| AOI/OAI and AO/OA | 26 | 26 |
| latches | 1 | 1 |
| adders and majority gates | 14 | 14 |
| xor gates and xnor gates | 1 | 1 |
| other | 1 | 103 |
| buffers and inverters | 119 | 66 |
