$ cat flow/config.mk
export PLATFORM = sky130hd
export DESIGN_NAME = ysyx_23060111_EXU
export DESIGN_NICKNAME = ysyx_23060111_EXU
export VERILOG_FILES = /design/flow/design.v
export SDC_FILE = /design/flow/constraint.sdc
export NUM_CORES = 4
export LEC_CHECK = 1
export CORE_AREA = 10 10 437 437
export DIE_AREA = 0 0 447 447
$ cat flow/constraint.sdc
current_design ysyx_23060111_EXU

set clk_period 16.3
set clk_io_pct 0.2

create_clock -name clk0 -period $clk_period

set non_clock_inputs [all_inputs -no_clocks]
set_input_delay [expr $clk_period * $clk_io_pct] -clock clk0 $non_clock_inputs
set_output_delay [expr $clk_period * $clk_io_pct] -clock clk0 [all_outputs]
$ cat flow/design.v
module ysyx_23060111_ALU(
    input [6:0] opcode,
    input [14:12] funct3,
    input [31:25] funct7,
    input [31:0] imm,
    input [31:0] rout1,
    input [31:0] rout2,
    input [31:0] csr_a5,
    input [31:0] csrr_mepc,
    input [31:0] csrr_mstatus,
    input [31:0] csrr_mtvec,
    input [31:0] csr_rout,
    input [31:0] pc,
    input [31:0] snpc,
    output reg[31:0] dnpc,
    output reg wen,
    output reg csr_wen,
    output reg csr_mepc_wen,
    output reg csr_mcause_wen,
    output reg csr_mstatus_wen,
    output reg[31:0]csr_mepc_wdata,
    output reg[31:0] csr_mcause_wdata,
    output reg[31:0] csr_mstatus_wdata,
    output reg[31:0] wdata,
    output reg[31:0] csr_wdata,
    output reg [31:0] m_waddr,
    output [31:0] m_wdata,
    output reg [31:0] m_wmask,
    output reg m_wen,
    output reg [31:0] m_raddr,
    output reg [31:0] m_rmask,
    output reg m_ren,
    input [1:0] csr_flag,
    input [31:0] m_rdata
);
wire cond_beq;
wire cond_bge;
wire cond_bgeu;
wire [31:0] src1;
wire [31:0] src2;
wire [31:0] csr;
wire [31:0] shifted_mstatus;
wire [31:0] mstatus;
assign shifted_mstatus=((csrr_mstatus&32'h00000080)>>4)|32'h00000080;
assign mstatus=csrr_mstatus|shifted_mstatus;
assign cond_beq = (rout1==rout2);
assign cond_bge = ($signed(rout1) >= $signed(rout2));
assign cond_bgeu = rout1 >= rout2;
assign src1 = rout1;
assign src2 = rout2;
assign csr  = csr_rout;
always @(*) 
begin
    case(opcode)
    7'b0110011:begin
        dnpc=snpc;
        m_ren=1'b0;
        m_wen=1'b0;
        csr_wen=1'b0;
        csr_mepc_wen=1'b0;
        csr_mcause_wen=1'b0;
        csr_mstatus_wen=1'b0;
        case(funct3)
            3'b000:begin
             wdata = (funct7[30] == 1'b0)? (src1+src2) : (src1-src2);
             wen=1'b1;
            end
            3'b100:begin
             wdata = src1 ^ src2;
             wen=1'b1;
            end
            3'b110:begin
             wdata = src1 | src2;
             wen=1'b1;
            end
            3'b111:begin
             wdata = src1 & src2;
             wen=1'b1;
            end
            3'b001:begin
             wdata = src1 << src2[4:0];
             wen=1'b1;
            end
            3'b101:begin
             if(funct7[30] == 1'b0)
             begin
                wdata = src1 >> src2[4:0];
                wen=1'b1;
             end
             else
             begin
                wdata = $signed(src1) >>> src2[4:0];  
                wen=1'b1;
             end
            end
            3'b010:begin
                wdata = ($signed(src1) < $signed(src2))? 32'b1 : 32'b0;
                wen=1'b1;
            end
            3'b011:begin
                wdata = (src1 < src2)? 32'b1 : 32'b0;
                wen=1'b1;
            end
        endcase
    end
    7'b0010011:begin
        dnpc=snpc;
        m_ren=1'b0;
        m_wen=1'b0;
        csr_wen=1'b0;
        csr_mepc_wen=1'b0;
        csr_mcause_wen=1'b0;
        csr_mstatus_wen=1'b0;
        case(funct3)
            3'b000:begin
             wdata = src1+imm;
             wen=1'b1;
            end
            3'b100:begin
             wdata = src1 ^ imm;
             wen=1'b1;
            end
            3'b110:begin
             wdata = src1 | imm;
             wen=1'b1;
            end
            3'b111:begin
             wdata = src1 & imm;
             wen=1'b1;
            end
            3'b001:begin
             wdata = src1 << imm[4:0];
             wen=1'b1;
            end
            3'b101:begin
             if(funct7[30] == 1'b0)
             begin
                wdata = src1 >> imm[4:0];
                wen=1'b1;
             end
             else
             begin
                wdata = $signed(src1) >>> imm[4:0];  
                wen=1'b1;
             end
            end
            3'b010:begin
                wdata = ($signed(src1) < $signed(imm))? 32'b1 : 32'b0;
                wen=1'b1;
            end
            3'b011:begin
                wdata = (src1 < imm)? 32'b1 : 32'b0;
                wen=1'b1;
            end
        endcase
    end
    7'b0000011:begin
        dnpc=snpc;
        m_wen=1'b0;
        csr_wen=1'b0;
        csr_mepc_wen=1'b0;
        csr_mcause_wen=1'b0;
        csr_mstatus_wen=1'b0;
        case(funct3)
        3'b000:begin
           m_ren=1'b1;
           m_raddr = src1 + imm;
           m_rmask =32'd1;
           wdata = $signed({{24{m_rdata[7]}},m_rdata[7:0]});
           wen=1'b1;
        end
        3'b001:begin
           m_ren=1'b1;
           m_raddr = src1 + imm;
           m_rmask =32'd2;
           wdata = $signed({{16{m_rdata[15]}},m_rdata[15:0]});
           wen=1'b1;
        end
        3'b010:begin
           m_ren=1'b1;
           m_raddr = src1 + imm;
           m_rmask =32'd4;
           wen=1'b1;
           wdata = $signed(m_rdata);            
        end
        3'b100:begin
           m_ren=1'b1;
           m_raddr = src1 + imm;
           m_rmask =32'd1;
           wdata = {24'b0,m_rdata[7:0]};
           wen=1'b1;
        end
        3'b101:begin
           m_ren=1'b1; 
           m_raddr = src1 + imm;
           m_rmask = 32'd2;
           wdata = {16'b0,m_rdata[15:0]};
           wen=1'b1;
        end
        default:begin
            m_ren=1'b0;
            m_raddr=32'b0;
            wdata=32'b0;
            wen=1'b0;
            csr_mepc_wen=1'b0;
            csr_mcause_wen=1'b0;
            csr_mstatus_wen=1'b0;
        end
        endcase
    end
    7'b0100011:begin
        dnpc=snpc;
        wen=1'b0;
        m_ren=1'b0;
        csr_wen=1'b0;
        csr_mepc_wen=1'b0;
        csr_mcause_wen=1'b0;
        csr_mstatus_wen=1'b0;
        case(funct3)
        3'b000:begin
            m_wen=1'b1;
            m_waddr = src1 + imm; 
            m_wmask = 32'd1;
            m_wdata = src2;
        end
        3'b001:begin
            m_wen=1'b1;
            m_waddr = src1 + imm; 
            m_wmask = 32'd2;
            m_wdata = src2;
        end
        3'b010:begin
            m_wen=1'b1;
            m_waddr = src1 + imm; 
            m_wmask = 32'd4;
            m_wdata = src2;
        end
        default:begin
            m_wen=1'b0;
            wdata=32'b0;
            wen=1'b0;
            csr_mepc_wen=1'b0;
            csr_mcause_wen=1'b0;
            csr_mstatus_wen=1'b0;
        end
        endcase
    end
    7'b1100011:begin
        m_ren=1'b0;
        m_wen=1'b0;
        wen=1'b0;
        csr_wen=1'b0;
        csr_mepc_wen=1'b0;
        csr_mcause_wen=1'b0;
        csr_mstatus_wen=1'b0;
        case(funct3)
        3'b000:begin
            dnpc = (cond_beq == 1'b1)? (pc+imm) : snpc; 
        end
        3'b001:begin
            dnpc = (cond_beq == 1'b0)? (pc+imm) : snpc; 
        end
        3'b100:begin
            dnpc = (cond_bge == 1'b0)? (pc+imm) : snpc; 
        end
        3'b101:begin
            dnpc = (cond_bge == 1'b1)? (pc+imm) : snpc; 
        end
        3'b110:begin
            dnpc = (cond_bgeu == 1'b0)? (pc+imm) : snpc; 
        end
        3'b111:begin
            dnpc = (cond_bgeu == 1'b1)? (pc+imm) : snpc; 
        end
        default:begin
            wdata=32'b0;
            wen=1'b0;
            dnpc=snpc;
        end
        endcase
    end
    7'b1110011:begin
        m_ren=1'b0;
        m_wen=1'b0;
        case(funct3)
            3'b001:begin
            csr_mepc_wen=1'b0;
            csr_mcause_wen=1'b0;
            csr_mstatus_wen=1'b0;
            dnpc=snpc;
            wdata=csr;
            wen=1'b1;
            csr_wdata=src1;
            csr_wen=1'b1;
            end
            3'b010:begin
            csr_mepc_wen=1'b0;
            csr_mcause_wen=1'b0;
            csr_mstatus_wen=1'b0;
            dnpc=snpc;
            wdata=csr;
            wen=1'b1;
            csr_wdata=src1|csr;
            csr_wen=1'b1;
            end
            3'b000:begin
                if(csr_flag==2'd1)
                begin
                csr_wen=1'b0;
                csr_mcause_wen=1'b1;
                csr_mepc_wen=1'b1;
                csr_mcause_wdata=(csr_a5==32'hffffffff)?32'h0:csr_a5;
                csr_mepc_wdata=pc;
                csr_mstatus_wen=1'b0;
                dnpc=csrr_mtvec;
                end
                else if(csr_flag==2'd0)
                begin
                csr_mstatus_wdata =mstatus; 
                csr_mstatus_wen=1'b1;
                csr_mepc_wen=1'b0;
                csr_mcause_wen=1'b0;
                csr_wen=1'b0;
                dnpc=csrr_mepc;
                end
                else
                begin
                csr_wen=1'b0;
                wen=1'b0;
                dnpc=snpc;
                csr_mepc_wen=1'b0;
                csr_mcause_wen=1'b0;
                csr_mstatus_wen=1'b0;
                end
            end
            default:begin
                csr_wen=1'b0;
                wen=1'b0;
                dnpc=snpc;
                csr_mepc_wen=1'b0;
                csr_mcause_wen=1'b0;
                csr_mstatus_wen=1'b0;
            end
        endcase
    end
    7'b1101111:begin
            m_wen=1'b0;
            m_ren=1'b0; 
            csr_wen=1'b0;
	        wdata=snpc;
            wen=1'b1;
	        dnpc=pc+imm;
            csr_mepc_wen=1'b0;
            csr_mcause_wen=1'b0;
            csr_mstatus_wen=1'b0;
    end
	7'b1100111:begin
            m_wen=1'b0;
            m_ren=1'b0;
            csr_wen=1'b0;
	        wdata=snpc;
            wen=1'b1;
	        dnpc=imm+src1;
            csr_mepc_wen=1'b0;
            csr_mcause_wen=1'b0;
            csr_mstatus_wen=1'b0;
	end    
    7'b0110111:begin
            m_wen=1'b0;
            csr_wen=1'b0;
            m_ren=1'b0;
	        wdata=imm;
            wen=1'b1;
	        dnpc=snpc;
            csr_mepc_wen=1'b0;
            csr_mcause_wen=1'b0;
            csr_mstatus_wen=1'b0;
	end
	7'b0010111:begin
            m_wen=1'b0;
            m_ren=1'b0;
            csr_wen=1'b0;
 	        wdata=pc+imm;
            wen=1'b1;
	        dnpc=snpc;	
            csr_mepc_wen=1'b0;
            csr_mcause_wen=1'b0;
            csr_mstatus_wen=1'b0;
	end
    default:begin
        m_ren=1'b0;
        m_wen=1'b0;
        csr_wen=1'b0;
        wdata=32'b0;
        wen=1'b0;
        dnpc=snpc;
        csr_mepc_wen=1'b0;
        csr_mcause_wen=1'b0;
        csr_mstatus_wen=1'b0;
    end
    endcase
end
endmodule
module ysyx_23060111_EXU(
  input[31:0] rout1,
  input[31:0] rout2,
  input [31:0] pc,
  output reg[31:0] dnpc,
  input[6:0] opcode,
  input[11:7] rd,
  input[14:12] funct3,
  input[19:15] rs1,
  input[24:20] rs2,
  input[31:25] funct7,
  input[31:0] imm,
  input[31:0] csr_imm,
  output reg [31:0] wdata,
  output [4:0] waddr,
  output [4:0] raddr1,
  output [4:0] raddr2,
  input [31:0] snpc,
  output  wen,
  output [31:0] m_waddr,
  output [31:0] m_wdata,
  output [31:0] m_wmask,
  output m_wen,
  output [31:0] m_raddr,
  output [31:0] m_rmask,
  output m_ren,
  input [31:0] m_rdata,
  input [31:0] csr_rout,
  input [31:0] csr_a5,
  output reg [31:0] csr_wdata,
  output reg [1:0] csr_waddr,
  output reg [1:0] csr_raddr,
  input [31:0] csrr_mepc,
  input [31:0] csrr_mtvec,
  input [31:0] csrr_mstatus,
  output reg [31:0] csr_mepc_wdata,
  output reg [31:0] csr_mcause_wdata,
  output reg [31:0] csr_mstatus_wdata,
  output csr_mepc_wen,
  output csr_mcause_wen,
  output csr_mstatus_wen,
  output csr_wen
);
  wire [1:0] csr_flag; 
  assign waddr=rd[11:7];  
  assign raddr1=rs1[19:15];  
  assign raddr2=rs2[24:20];  
  assign csr_flag=(opcode[6:0]==7'b1110011)?(rs2[21:20]==2'b00)?2'd1:((rs2[21:20]==2'b11)?2'd2:2'd0):2'd0; 
  always @(csr_imm) begin
		case(csr_imm)
			32'h341: begin csr_raddr=2'd0; csr_waddr=2'd0; end 
			32'h342: begin csr_raddr=2'd1; csr_waddr=2'd1; end 
			32'h300: begin csr_raddr=2'd2; csr_waddr=2'd2; end 
			32'h305: begin csr_raddr=2'd3; csr_waddr=2'd3; end 
			default: begin csr_raddr=2'd0; csr_waddr=2'd0; end
		endcase
  end
ysyx_23060111_ALU ALU_init (opcode,funct3,funct7,imm,rout1,rout2,csr_a5,csrr_mepc,csrr_mstatus,csrr_mtvec,csr_rout,pc,snpc,dnpc,wen,csr_wen,csr_mepc_wen,csr_mcause_wen,csr_mstatus_wen,csr_mepc_wdata,csr_mcause_wdata,csr_mstatus_wdata,wdata,csr_wdata,m_waddr,m_wdata,m_wmask,m_wen,m_raddr,m_rmask,m_ren,csr_flag,m_rdata);
endmodule
$ cat flow/run.sh
#!/bin/bash
# OpenROAD 26Q1-2900-gdf79404cd8, Yosys 0.63+post, stock flow scripts
make -C /OpenROAD-flow-scripts/flow DESIGN_CONFIG=/design/flow/config.mk WORK_HOME=/design/flow/orfs finish
==> impl_metrics.yaml <==
# implementation run metrics
logic_synthesis:
  yosys_cells: 3838
  async_reset_ff_share_pct: 0
  synth_flops: 262
  synthFlopType: "dlxtn_1"
  synth_chip_area_um2: 26090
  syn_avg_cell_area_um2: 6.797
  syn_area_um2: 26090
  edf_count: 0
  synth_cells: 3838
  synth.distinct_cells: 83
  yosys_warnings: 5
critical_path:
  endpoint_kind: "output pin"
  cp.required_ns: 13.04
  cp_max_fo: 8
  crit_chain: "clkdlybuf4s50_1 -> inv_1 -> ha_1 -> nor4_1 -> nand3_1 -> a311oi_1 -> nor3_1 -> buf_4 -> nand2_1 -> o211ai_1 -> o211ai_1 -> nand2_1 -> a21oi_1 -> o21ai_0 -> a2bb2oi_1 -> clkdlybuf4s50_1"
  timing_worst_setup_path_type: "input pin to output pin"
  startpoint_type: "input pin"
  cp_data_arrival_time_ns: 9.81
  critPathBufInv: 4
  cp_slowest_cell: "a2bb2oi_1"
  cpPeakStageDelay_ns: 0.69
  cp_top_family: "AND-OR/OR-AND gates"
final_layout:
  regArea_um2: 3934
  logic_area_um2: 20050
  syn_to_final_growth_pct: 38.80
  fin_util_pct: 19.99
  drive_above_1_share_pct: 6.068
  lay_top_count: "clkdlybuf4s50_1"
  mostFrequentLayoutCells: "clkdlybuf4s50_1, a21oi_1, nand2_1"
  nFillCells: 20390
clocking:
  post-cts-setup-buffers: 0
  cts.hold.buffers_added: 0
  post_cts_resized: 0
die:
  io_pins: 794
  core_um2: 181100
  initial_utilization_pct: 14.40
  die_h_um: 447
  dieArea_um2: 199800
  die_x_um: 447
  core.rowCount: 156
pwr:
  power_density_nw_per_um2: 32.89
  ir_drop_uv: 12.82
  p_leak_nw: 14.68
sta:
  unclocked_pins: 262
  hold_viol_final: 0
  slew_viol_final: 0
  max_freq_mhz: 76.52
  min_period_ns: 13.07
  slew_headroom_pct: 33.60
  hold_slack_ns: 6.520
  worst_pin_slew_ns: 0.9926
  rsz0062_at_grt: "false"
  setup_violations: 0
  setup-tns-final_ns: 0
  timing.final.crit_share_pct: 80.18
  untimed_endpoints: 524
global_routing:
  grt_pass1_vias: 31974
  antenna_found_initial: 72
  grt.overflow.total: 0
  grt_pass1_wl_um: 301000
  grt_max_degree: 121
  track_usage_pct: 22.22
detailed_routing:
  drt-vias-per-instance: 5.047
  wl_met1_um: 93010
  drc: 0
  wl_met2_um: 103900
  wl_met3_um: 18990
  vias: 34428
  highest_layer: "met5"
  ant_nets: 0
  drt-initial-drc-count: 3995
  drtPass1Iterations: 10
  wirelength_um: 230600
  routedWlPerCell_um: 33.80
worst_hold_path:
  whs_path_depth: 0
  hold_end: "raddr1[0]"
  hold_path_startpoint: "rs1[15]"
  hold_class: "input pin to output pin"
placed_design:
  port_buffers: 703
  place.gp.congestion: 1.015
  dpl.hpwl_um: 194400
run_status:
  status: "completed"
run:
  warnings: 169
  max-cap-violations: 0
-- through the flow --
step | std cells | total power [mW] | instance area [um2] | setup slack, ns
floorplan | 3895 | 0.5545 | 26300 | 6.372
global placement | 6803 | 1.170 | 36160 | 3.371
detailed placement | 6803 | 1.166 | 36160 | 3.383
CTS | 6803 | 1.172 | 36160 | 3.381
global route | 6810 | 1.248 | 36180 | 3.171
finish | 6821 | 1.191 | 36210 | 3.231
-- how the worst max path moves through the flow --
stage | startpoint | endpoint | slack, ns | cells past startpoint
after CTS | rout1[31] | dnpc[13] | 3.38 | 16
final | rout1[31] | dnpc[13] | 3.23 | 16
after global routing | rout1[23] | dnpc[13] | 3.17 | 17
-- layout make-up --
class | count | share of cell area (%)
Multi-Input combinational cell | 3067 | 55.39
Timing Repair Buffer | 883 | 23.14
Sequential cell | 262 | 10.86
Tap cell | 2370 | 8.190
Inverter | 221 | 2.291
Antenna cell | 18 | 0.1244
-- registers in the layout, summed over array words and instances (netlist names) --
| signal | flops |
|---|---|
| ALU_init.csr_mcause_wdata | 32 |
| ALU_init.csr_mepc_wdata | 32 |
| ALU_init.csr_mstatus_wdata | 31 |
| ALU_init.csr_wdata | 32 |
| ALU_init.m_raddr | 32 |
| ALU_init.m_rmask | 3 |
| ALU_init.m_waddr | 32 |
| ALU_init.m_wdata | 32 |
| ALU_init.m_wmask | 3 |
| ALU_init.wdata | 32 |
| ALU_init.wen | 1 |
-- cell families (layout without fill, tap and decap cells) --
group           Yosys count  count (layout)  share of synthesized area (%)
compound gates         1417            1417                          33.97
simple gates           1068            1068                          18.97
buf+inv                 566            1104                          9.291
latches                 262             262                          15.07
fa+ha+maj               227             227                          11.00
mux                     210             210                          8.768
xor+xnor                 86              86                          2.888
other cells               2              77                        0.02879
-- Yosys cell counts (all sizes together), types with 12 or more instances --
| library cell | number | area share, % |
|---|---|---|
| a211o | 14 | 0.47 |
| a211oi | 71 | 2.0 |
| a21o | 50 | 1.4 |
| a21oi | 498 | 9.6 |
| a221oi | 32 | 1.1 |
| a222oi | 32 | 1.2 |
| a22oi | 15 | 0.43 |
| a31oi | 34 | 0.82 |
| and2 | 49 | 1.2 |
| and3 | 24 | 0.58 |
| buf | 119 | 2.9 |
| clkbuf | 226 | 3.3 |
| dlxtn | 230 | 13 |
| dlxtp | 32 | 1.8 |
| ha | 223 | 11 |
| inv | 217 | 3.1 |
| mux2 | 28 | 1.2 |
| mux2i | 170 | 6.5 |
| mux4 | 12 | 1.0 |
| nand2 | 347 | 5.0 |
| nand2b | 28 | 0.67 |
| nand3 | 54 | 1.0 |
| nand4 | 24 | 0.58 |
| nor2 | 303 | 4.4 |
| nor2b | 28 | 0.67 |
| nor3 | 114 | 2.2 |
| nor4 | 32 | 0.83 |
| o211ai | 53 | 1.5 |
| o21a | 23 | 0.66 |
| o21ai | 325 | 6.2 |
| o21bai | 15 | 0.43 |
| o221ai | 28 | 0.94 |
| o22ai | 57 | 1.4 |
| o31ai | 22 | 0.63 |
| or2 | 13 | 0.31 |
| or3 | 14 | 0.34 |
| xnor2 | 66 | 2.2 |
| xor2 | 20 | 0.67 |
-- power breakdown --
| group | leakage [nW] | internal (mW) | total [mW] | switching (mW) |
|---|---|---|---|---|
| combinational | 12.6 | 0.420 | 1.12 | 0.704 |
| clock | 0.000112 | 0.0000000941 | 0.0000000942 | 0 |
| sequential | 2.10 | 0.0514 | 0.0660 | 0.0146 |
| total | 14.7 | 0.472 | 1.19 | 0.719 |
-- metal layers --
metal	global-route usage, %	up-vias
met5	0	-
met4	10.55	46
met3	4.616	459
met2	35.29	2091
met1	28.77	16744
li1	-	15088
No activity file was given, so power comes from the tool's default toggle rates.
