<file path="config.mk">
export PLATFORM = sky130hd
export DESIGN_NAME = ysyx_23060111_pc
export DESIGN_NICKNAME = ysyx_23060111_pc
export VERILOG_FILES = /design/flow/design.v
export SDC_FILE = /design/flow/constraint.sdc
export NUM_CORES = 4
export LEC_CHECK = 1
export CORE_AREA = 10 10 108 108
export DIE_AREA = 0 0 118 118
</file>
<file path="constraint.sdc">
current_design ysyx_23060111_pc

set clk_period 5.9
set clk_io_pct 0.2

create_clock -name clk0 -period $clk_period [get_ports {clk}]

set non_clock_inputs [all_inputs -no_clocks]
set_input_delay [expr $clk_period * $clk_io_pct] -clock clk0 $non_clock_inputs
set_output_delay [expr $clk_period * $clk_io_pct] -clock clk0 [all_outputs]
</file>
<file path="design.v">
module ysyx_23060111_pc(	
	input clk,
	input rst,
	output [31:0]snpc,
	input  [31:0]dnpc,
	output [31:0]pc
);
	assign snpc=pc+32'h4;
 	ysyx_23060111_trigger #(32,32'h80000000) renew_pc(clk,rst,dnpc,pc,1'b1);
endmodule
module ysyx_23060111_trigger #(WIDTH = 1, RESET_VAL = 0) (
  input clk,
  input rst,
  input [WIDTH-1:0] din,
  output reg [WIDTH-1:0] dout,
  input wen
);
  always @(posedge clk) begin
    if (rst) dout <= RESET_VAL;
    else if (wen) dout <= din;
  end
endmodule
</file>
<file path="run.sh">
#!/bin/bash
# OpenROAD 26Q1-2900-gdf79404cd8, Yosys 0.63+post, stock flow scripts
make -C /OpenROAD-flow-scripts/flow DESIGN_CONFIG=/design/flow/config.mk WORK_HOME=/design/flow/orfs finish
</file>
==> run summary <==
Commonest Layout Cell = clkdlybuf4s50_1
Chip area = 13920 um^2
Hold path depth = 2
Post-synth cell types = 22
N_diodes = 0
Drt wl/cell = 13.77 um
Max VDD drop = 0.00006377 V
P_leak = 0.9853 nW
Arr. time, crit path = 2530 ps
Sw Pwr = 0.1125 mW
Die W = 118 um
Yosys stat cell total = 149
Rel. slew slack = 58.71%
Main logic family = simple AND/OR/NAND/NOR gates
Drt first pass iters = 4
Number of global-route vias before repair = 1427
CTS max path bufs = 2
First-pass GRT wire length = 8.155 mm
Chip area line of the yosys report = 1461 um^2
Startpoint types = register
Hold_sp = dnpc[0]
Setup Fix Bufs, Post-CTS = 0
Register area share after synthesis = 43.84%
FP Rows = 35
Via density = 3.591
Routed WL = 5.219 mm
# DRC = 0
Post-Syn Area = 1461 um^2
Post-route antenna net violation count = 0
Max reg flops = 32
Slew @ Worst Pin = 614.7 ps
Worst Path Required = 4720 ps
Critical path type = register to primary output
Mux cell area share = 0%
Synth flops = 32
Core Footprint = 9284 um^2
Internal power = 0.3885 mW
Post-DP HPWL = 4.427 mm
Cells after Synth = 149
FP Core Util = 15.74%
Tightest Hold Check Type = input pin to register
RSZ-0062 raised after global routing = no
CTS tree = done
Post-Syn Area per Cell = 9.808 um^2
AO/OA Area Share = 0%
Most flops, register = renew_pc.dout
XORs/XNORs by Area = 16.78%
Switching part of the total = 22.45%
Post-CTS Hold Buffers = 0
Final Setup Violations = 0
Crit share post-route = 62.88%
Placed Area = 2575 um^2
Final Cell Area = 2668 um^2
H-tree level count = 2
Final Max Slew Viols = 0
CTS Sinks = 32
Vias after detailed routing = 1361
Largest regs = renew_pc.dout x32
Yosys Warn Count = 1
Largest net degree at the start of global routing = 24
Combinational share of power = 16.7%
Area delta synth->final = 82.53%
Hold Vio Cnt, Final = 0
Peak Freq = 269.6 MHz
Crit Path Max Fanout = 8
Most frequent cells in the layout = clkdlybuf4s50_1, dfxtp_1, nor2b_1
Number of DRC markers in iteration 0 = 67
CTS resizes = 0
Buffers on Ports = 97
Fill count = 998
Status = complete, no violations
Setup TNS = 0 ps
PD cells = 187.8 nW/um^2
Clock power share = 34.6%
Die extent in y = 118 um
TritonCTS buffer count = 5
Post-synthesis adder-cell area fraction = 0.8562%
Minimum hold slack = 1448 ps
Setup crit end kind = primary output
Clock period minus worst slack = 3710 ps
Total GRT Usage = 7.223%
Initial antenna violation count = 1
WHS Endpoint = renew_pc.dout[0]
Routability-driven placement congestion ratio = 0.7899
Max_cap viols = 0
Flop pwr share = 48.6%
Post-Synth Simple-Gate Area = 35.96%
Tool warnings = 25
Clock transition at path regs = 70 ps
I/O pin count = 98
Layout cell share with drive strength beyond 1 = 6.800%
Remaining Overflow, GRT = 0
Root Buffer = clkbuf_8
==> through the flow <==
stage	util (%)	instances	total power, mW	worst slack (ps)
floorplan	-	149	0.2605	3366
global placement	27.74	371	0.3351	2496
CTS	28.73	379	0.5144	2141
global route	28.73	379	0.5315	1856
finish	28.73	379	0.5010	2190
detailed placement	27.74	371	0.3351	2456
==> worst max path at each step <==
stage / start / end / slack [ps]
CTS: renew_pc.dout[2] / snpc[30] / 2140
global route: renew_pc.dout[2] / snpc[18] / 1860
finish: renew_pc.dout[2] / snpc[18] / 2190
==> layout make-up <==
| cell class | count | area [um^2] | share of cell area (%) |
|---|---|---|---|
| clock buffer | 6 | 82.58 | 3.096 |
| clock inverter | 2 | 10.01 | 0.3752 |
| inverter | 3 | 11.26 | 0.4221 |
| multi-input combinational | 109 | 783.3 | 29.36 |
| sequential | 32 | 640.6 | 24.01 |
| tap | 129 | 161.4 | 6.051 |
| timing repair buffer | 98 | 978.4 | 36.68 |
==> cells by family (layout without fill, tap and decap cells) <==
kind of cell | after synthesis | in the layout
xor gates and xnor gates | 28 | 28
DFF | 32 | 32
buffers and inverters | 8 | 109
and+or+nand+nor | 80 | 80
adders and majority gates | 1 | 1
==> per-layer routing <==
layer	routed length [um]	GRT usage, %	up-vias	part of all wire, %
met5	13	0	-	0.25
met4	147	1.777	2	2.8
met3	578	3.597	12	11
met2	2460	11.92	55	47
met1	2019	8.123	610	39
li1	-	-	682	-
==> power groups by stage <==
stage	clock [mW]	combinational [mW]	sequential [mW]
4_1_cts	0.184	0.0868	0.244
5_1_grt	0.194	0.0914	0.246
6_report	0.174	0.0838	0.244
==> Yosys cell counts (all sizes together) <==
library cell	number	share of area, %
ha	1	0.86
nand4	8	4.9
nor3	3	1.0
clkbuf	3	0.77
and3	4	1.7
nand2	10	2.6
nand3	12	5.3
dfxtp	32	44
xor2	9	5.4
nor2	6	1.5
nor2b	31	13
inv	3	0.77
xnor2	19	11
or2	2	0.86
nor4	4	4.8
buf	2	1.0
==> worst max-delay path, cell delays in order, from the launching register on <==
cell and delay (ps):
dfxtp_1 400, ha_1 210, nand3_1 260, nor4_4 540, nand3_1 170, xnor2_1 170, clkdlybuf4s50_1 490
Power figures rest on the tool's default switching activity, not on a simulated workload.
